===== flow/run.sh =====
#!/bin/bash
# OpenROAD 26Q1-2900-gdf79404cd8, Yosys 0.63+post, stock flow scripts
make -C /OpenROAD-flow-scripts/flow DESIGN_CONFIG=/design/flow/config.mk WORK_HOME=/design/flow/orfs finish

===== flow/config.mk =====
export PLATFORM = sky130hd
export DESIGN_NAME = matrix
export DESIGN_NICKNAME = matrix
export VERILOG_FILES = /design/flow/design.v
export SDC_FILE = /design/flow/constraint.sdc
export NUM_CORES = 4
export LEC_CHECK = 1
export CORE_UTILIZATION = 50

===== flow/constraint.sdc =====
current_design matrix

set clk_period 9.6
set clk_io_pct 0.2

create_clock -name clk0 -period $clk_period [get_ports {clk}]

set non_clock_inputs [all_inputs -no_clocks]
set_input_delay [expr $clk_period * $clk_io_pct] -clock clk0 $non_clock_inputs
set_output_delay [expr $clk_period * $clk_io_pct] -clock clk0 [all_outputs]

===== flow/design.v =====
`timescale 1ns / 1ps
module matrix (
	input clk, enable,
	input [3:0] in,          
   	input [3:0] row,
	output reg buzzer,
   	output reg [3:0] col,
   	output reg [3:0] ctrl,
   	output reg [7:0] segment
);
integer i, j;        
reg clkdiv, clkdiv2, count; 
reg [2:0] flag; 
reg [3:0] first;     
reg [3:0] second;    
reg [3:0] third;     
reg [3:0] fourth;    
reg [3:0] val;
initial begin
	i = 0;
	j = 0;
	count = 1'b0;
	col = 4'b0001;
	first = 4'b0000;
	second = 4'b0000;
	third = 4'b000;
	fourth = 4'b000;
	clkdiv = 1'b0;
	clkdiv2 = 1'b0;
	flag = 1'b0;
end
always @(posedge clk) begin   
	i = i+1; j = j+1;
	if (i == 2000000) begin  
		clkdiv = ~clkdiv;
		i = 0;
	end
	if (j == 2000) begin     
		clkdiv2 = ~clkdiv2;
		j = 0;
	end
end
always @(posedge clk) begin
    	if (col==4'b0001) begin
        	if (row[0]==1) val = 4'h0;
        	else if (row[1]==1) val = 4'h4;
        	else if (row[2]==1) val = 4'h8;
        	else if (row[3]==1) val = 4'hc;
    	end
		else if (col==4'b0010) begin
        	if (row[0]==1) val = 4'h1;
        	else if (row[1]==1) val = 4'h5;
        	else if (row[2]==1) val = 4'h9;
        	else if (row[3]==1) val = 4'hd;
    	end
    	else if (col==4'b0100) begin
        	if (row[0]==1) val = 4'h2;
        	else if (row[1]==1) val = 4'h6;
        	else if (row[2]==1) val = 4'ha;
        	else if (row[3]==1) val = 4'he;
    	end
    	else if (col==4'b1000) begin
        	if (row[0]==1) val = 4'h3;
        	else if (row[1]==1) val = 4'h7;
        	else if (row[2]==1) val = 4'hb;
        	else if (row[3]==1) val = 4'hf;
    	end
    	col = ({col[2:0],col[3]});
end
always @(posedge clkdiv) begin   
	if (~enable) begin
		if (in==4'b0001) first = val;
    		else if (in==4'b0010) second = val;
    		else if (in==4'b0100) third = val;
    		else if (in==4'b1000) fourth = val;
    		else begin
        		first = first;
        		second = second;
        		third = third;
        		fourth = fourth;
			buzzer = 1'b0;
			count = 1'b1;
    		end
	end
	else if (enable) begin
		if (count) begin
        		first = first-1;
        		if (first == 4'd15) begin 
	    			first = 4'd9;
            			second = second-1; 
        		end
        		if (second == 4'd15) begin
            			second = 4'd5;
            			third = third-1;
        		end
        		if (third == 4'd15) begin
            			third = 4'd9;
            			fourth = fourth-1;
        		end
			if (fourth == 4'd15) begin
            			fourth = 4'd9;
        		end
			else if ((first == 4'd0)&&(second == 4'd0)&&(third == 4'd0)&&(fourth == 4'd0)) begin
				count = ~count;
				first = first;
				second = second;
				third = third;
				fourth = fourth;
				buzzer = 1'b1;
			end
		end
	end
	else begin
		first = first;
		second = second;
		third = third;
		fourth = fourth;
	end
end
always@(posedge clkdiv2) begin
	if (flag == 2'b00) begin
		ctrl = 4'b1110;      
		case (first)
			4'd0:segment=8'b11111100;
			4'd1:segment=8'b01100000;
			4'd2:segment=8'b11011010;  
			4'd3:segment=8'b11110010; 
			4'd4:segment=8'b01100110; 
			4'd5:segment=8'b10110110; 
			4'd6:segment=8'b10111110; 
			4'd7:segment=8'b11100000; 
			4'd8:segment=8'b11111110; 
			4'd9:segment=8'b11110110;  
		endcase
		flag = 2'b01;
	end
		else if (flag == 2'b01) begin
		ctrl = 4'b1101;
		case (second)
			4'd0:segment=8'b11111100;
			4'd1:segment=8'b01100000; 
			4'd2:segment=8'b11011010;  
			4'd3:segment=8'b11110010; 
			4'd4:segment=8'b01100110; 
			4'd5:segment=8'b10110110; 
			4'd6:segment=8'b10111110; 
			4'd7:segment=8'b11100000; 
			4'd8:segment=8'b11111110; 
			4'd9:segment=8'b11110110;         
		endcase
		flag = 2'b10;
	end
	else if (flag == 2'b10) begin
		ctrl = 4'b1011;
		case (third)
			4'd0:segment=8'b11111100;
			4'd1:segment=8'b01100000; 
			4'd2:segment=8'b11011010;  
			4'd3:segment=8'b11110010; 
			4'd4:segment=8'b01100110; 
			4'd5:segment=8'b10110110; 
			4'd6:segment=8'b10111110; 
			4'd7:segment=8'b11100000; 
			4'd8:segment=8'b11111110; 
			4'd9:segment=8'b11110110;         
		endcase
		flag = 2'b11;
	end
	else begin
		ctrl = 4'b0111;
		case (fourth)
			4'd0:segment=8'b11111100;
			4'd1:segment=8'b01100000; 
			4'd2:segment=8'b11011010;  
			4'd3:segment=8'b11110010; 
			4'd4:segment=8'b01100110; 
			4'd5:segment=8'b10110110; 
			4'd6:segment=8'b10111110; 
			4'd7:segment=8'b11100000; 
			4'd8:segment=8'b11111110; 
			4'd9:segment=8'b11110110;         
		endcase
		flag = 2'b00;
	end
end
endmodule 

==> reports/results.ini <==
[outcome]
status=complete, no violations

[clock_network]
cts_resized=0
cts_setup_buffers=0
cts.htree.levels=3
numCtsBuffers=9
cts_max_path_buffers=2
hold_buffers=0
clk_pin_slew_ns=0.06
worstSkewPairLatency_ns=0.33
cts_tree=done
cts_root_buffer=clkbuf_16

[timing]
max_freq_mhz=297
finalHoldViolations=0
setup_viol_count_final=0
drv_slew=0
tns_ns=0
unclocked_pins=31
untimed_endpoints=68
grt_setup_unrepaired=no
fin_skew_ns=0.00528
period_used_pct=35.1
worstMarginPinSlew_ns=0.756
fin_crit_ns=3.37
slew_headroom_pct=49.2

[die]
num_rows=41
fp-utilization_pct=52.0
core_um2=12800
die_area_um2=13800
die_w_um=117
die_y_um=117
ios=27

[setup_path]
crit_buf_inv=0
path_cells=nand4_1 -> or4_1 -> or4_1 -> a21oi_1 -> o22ai_1 -> nor4_4
critPathMaxStageDelay_ns=0.78
cp_top_family=simple AND/OR/NAND/NOR gates
path_max_fanout=11
crit_type=register to register
start_kind=register
crit_slowest_cell=or4_1
crit_arrival_ns=3.34
end_kind=register
crit_required_ns=9.57
ff2ff_setup_slack_ns=6.23
cp_common_cell=or4_1

[yosys]
synth.area.top_cells=dfxtp_1, edfxtp_1, xnor2_1
syn_area_per_cell_um2=8.46
synth_area_leader_cell=dfxtp_1
ys_ff=105
async_reset_ff_share_pct=0
syn-cell-area_um2=6640
synth-edff-count=31
synth_cell_types=77
synth_warnings=1
ff_type=dfxtp_1
syn_inst=785
ys_chip_area_um2=6640
ys_cells=785
ys_seq_share_pct=36.3
synth.cells.most_frequent=nor2_1, dfxtp_1, nand2_1
top_cell_area_share_pct=22.3
most_common_cell=nor2_1

[pwr]
p_int_uw=497
pwr_density_cell_nw_per_um2=87.7
power.share.clock_pct=48.1
power.leakage_uw=0.00258
vdd_drop_max_v=0.000106
p_sw_share_pct=21.9
p_sw_uw=139
power_frac_comb_pct=2.5
pwr-share-seq_pct=49.5

[job]
cap_violations=0
tool_warnings=44

[route]
vias=5613
drtIter0Drc=352
ant_nets=0
via_per_inst=5.85
drc_errors=0
diodes=0
drt_pass1_iterations=7
drt-total-wl_mm=14.1
wl_per_cell_um=14.7

[hold_path]
hold_class=register to register

[grt]
overflow=0
grt_pass1_wl_mm=23.3
antenna_found_initial=0
grt_use_total_pct=21.9
grt_pass1_vias=4928
grt_max_degree=21

[placed_design]
numPortBuffers=25
dp_hpwl_mm=10.7
place_area_um2=6970
routabilityCongestion=0.913

[cells_and_area]
drive_gt1_share_pct=4.95
area_growth_pct=9.06
final_area_um2=7250

## path summary, 6_finish.rpt
path / from / end / depth (start not counted)
setup / recovery: j[4] / clkdiv2 / 6
hold / removal: col[1] / col[2] / 0
setup reg to reg: j[4] / clkdiv2 / 6
hold reg to reg: col[1] / col[2] / 0
## cells in the final DEF, fill, tap and decap left out, types with 4 or more instances in the layout
master,Yosys,layout
nor2_1,77,77
nand4_1,27,27
o21ai_0,38,38
xor2_1,26,26
mux2i_1,5,5
o21ai_1,6,6
ha_1,26,26
o31ai_1,4,4
nand3_1,32,32
nor2b_1,16,16
a21oi_1,38,38
and2_1,7,7
nand2b_1,15,15
o2111ai_1,5,5
and4_1,6,6
dfxtp_1,74,74
o211ai_1,8,8
or2_2,7,7
and3_1,6,6
nor4b_1,4,4
nor4_1,15,15
clkdlybuf4s50_1,0,25
or4_1,9,9
a21o_1,4,4
nor3_1,18,18
clkbuf_16,0,9
xnor2_1,50,50
nand2_1,59,59
a31oi_1,8,8
or3_1,6,6
o22ai_1,9,9
a211oi_1,7,7
edfxtp_1,31,31
inv_1,33,33
## worst reg2reg max path, cell delays in order, from the launching register on
cell and delay (ns):
dfxtp_1 0.47, nand4_1 0.43, or4_1 0.79, or4_1 0.44
a21oi_1 0.16, o22ai_1 0.14, nor4_4 0.58
## final cells by class
| cell class | instances | area, µm² |
|---|---|---|
| fillers | 1084 | 5530 |
| multi-input cells | 606 | 3950 |
| repair buffers | 27 | 265 |
| clock inverters | 7 | 53.8 |
| clock buffers | 9 | 225 |
| flip-flops and latches | 105 | 2410 |
| well taps | 172 | 215 |
| inverters | 34 | 128 |
## metal layers
layer	track usage, %	vias to the layer above	wire, µm
met1	31.8	2601	6530
met4	4.30	0	269
li1	-	2849	-
met3	2.67	21	539
met2	36.5	142	6780
met5	0	-	0
## power groups by stage
stage / combinational [µW] / sequential [µW] / clock, µW
CTS: 15.8 / 314 / 314
global route: 17.8 / 314 / 325
finish: 15.6 / 314 / 306
## per-stage QoR
step	instances	util (%)	hold slack, ns	setup WS (ns)	total power [µW]
after CTS	960	56.7	0.428	6.28	645
after global routing	960	56.7	0.441	6.00	657
after floorplan	785	-	0.380	6.67	330
after detailed placement	944	54.5	0.421	6.31	337
final	960	56.7	0.425	6.23	636
after global placement	944	54.5	0.414	6.35	337
## cell families (layout without fill, tap and decap cells)
| family | after synthesis | after routing | synth area share (%) |
|---|---|---|---|
| flip-flops | 105 | 105 | 36.3 |
| AND-OR/OR-AND | 172 | 172 | 17.2 |
| buffers and inverters | 74 | 77 | 4.29 |
| other | 1 | 1 | 0.0564 |
| adder cells (fa/ha/maj) | 26 | 26 | 4.90 |
| multiplexers | 8 | 8 | 1.26 |
| AND/OR/NAND/NOR | 323 | 323 | 26.0 |
| XOR/XNOR | 76 | 76 | 10.0 |
## sequential cells by signal, summed over array words and instances (netlist names)
| signal | flops |
|---|---|
| ctrl | 4 |
| third | 4 |
| segment | 7 |
| clkdiv2 | 1 |
| flag | 2 |
| clkdiv | 1 |
| j | 32 |
| second | 4 |
| val | 4 |
| fourth | 4 |
| first | 4 |
| count | 1 |
| buzzer | 1 |
| i | 32 |
| col | 4 |
Power figures rest on the tool's default switching activity, not on a simulated workload.
